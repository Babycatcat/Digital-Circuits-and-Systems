==> flow/design.v <==
module Conv(
	clk,
	rst_n,
	filter_valid,
	image_valid,
	filter_size,
	image_size,
	pad_mode,
	act_mode,
	in_data,
	out_valid,
	out_data
);
input clk, rst_n, image_valid, filter_valid, filter_size, pad_mode, act_mode;
input [3:0] image_size;
input signed [7:0] in_data;
output logic out_valid;
output logic signed [15:0] out_data;
logic filter_valid_reg,filter_valid_nxt;
logic image_valid_reg,image_valid_nxt;
logic [2:0]filter_size_reg,filter_size_nxt;
logic [3:0] image_size_reg,image_size_nxt;
logic pad_mode_reg,pad_mode_nxt,act_mode_reg,act_mode_nxt;
logic signed [7:0] filter_data_reg[0:4][0:4],filter_data_nxt[0:4][0:4];
logic signed [7:0] image_data_reg[0:11][0:11],image_data_nxt[0:11][0:11];
logic signed [7:0] image_25_comb[0:4][0:4]; 
logic signed [7:0] image_9_comb[0:2][0:2]; 
logic signed [15:0] multiply_reg[0:4][0:4],multiply_nxt[0:4][0:4];
logic signed [19:0] sum_reg,sum_nxt;
logic signed [15:0] out_data_nxt;
logic out_valid_nxt;
logic [2:0] filter_i,filter_i_nxt;
logic [2:0] filter_j,filter_j_nxt;
logic [4:0] count_i,count_i_nxt;
logic [4:0] count_j,count_j_nxt;
logic [4:0] count_i_convolution,count_i_convolution_nxt;
logic [4:0] count_j_convolution,count_j_convolution_nxt;
logic [5:0] count_out,count_out_nxt;
logic [2:0] state,state_nxt,state_delay,state_delay_delay;
parameter IDLE = 0;
parameter FILTER = 1;
parameter IMAGE = 2;
parameter CONVOLUTION = 3;
always_ff @(posedge clk or negedge rst_n) begin
	if(!rst_n) begin 
		state <= IDLE;
		state_delay <= IDLE;
		state_delay_delay <= IDLE;
	end
	else begin 
		state <= state_nxt;
		state_delay <= state;
		state_delay_delay <= state_delay;
	end
end
always_comb begin
	case(state)
		IDLE: begin  
			if(filter_valid) state_nxt = FILTER;
			else if(image_valid) state_nxt = IMAGE;
			else state_nxt = IDLE;end
		FILTER: begin  
			if(image_valid) state_nxt = IMAGE;
			else state_nxt = FILTER;end 
		IMAGE: begin  
			if(!image_valid && image_valid_reg) state_nxt = CONVOLUTION;
			else state_nxt = IMAGE; end
		CONVOLUTION: begin  
			if(count_out > image_size_reg * image_size_reg - 2) state_nxt = IDLE;
			else state_nxt = CONVOLUTION; end
		default: state_nxt = IDLE;
	endcase
end
always_ff @(posedge clk or negedge rst_n) begin
	if(!rst_n) begin
		filter_i <= 0;
		filter_j <= 0;
		count_i <= 2;
		count_j <= 2;
		count_i_convolution <= 2;
		count_j_convolution <= 2;
		count_out <= 0;
	end
	else begin 
		filter_i <= filter_i_nxt;
		filter_j <= filter_j_nxt;
		count_i <= count_i_nxt;
		count_j <= count_j_nxt;
		count_i_convolution <= count_i_convolution_nxt;
		count_j_convolution <= count_j_convolution_nxt;
		count_out <= count_out_nxt;
	end
end
always_comb begin  
	if(filter_valid && filter_j < filter_size_reg - 1) filter_j_nxt = filter_j + 1;
	else if(filter_valid && filter_j == filter_size_reg - 1) filter_j_nxt = 0;
	else filter_j_nxt = filter_j;
	if(filter_valid && filter_i != filter_size_reg - 1 && filter_j == filter_size_reg - 1) filter_i_nxt = filter_i + 1;
	else if(filter_valid && filter_i == filter_size_reg - 1 && filter_j == filter_size_reg - 1)  filter_i_nxt = 0;
	else filter_i_nxt = filter_i;
end
always_comb begin  
	if(image_valid && count_j < image_size_reg + 1) count_j_nxt = count_j + 1;
	else if(image_valid && count_j == image_size_reg + 1) count_j_nxt = 2;
	else count_j_nxt = count_j;
	if(image_valid && count_i != image_size_reg + 1 && count_j == image_size_reg + 1) count_i_nxt = count_i + 1;
	else if(image_valid && count_i == image_size_reg + 1 && count_j == image_size_reg + 1)  count_i_nxt = 2;
	else count_i_nxt = count_i;
end
always_comb begin  
	if(state_nxt == CONVOLUTION && count_j_convolution < image_size_reg + 1) count_j_convolution_nxt = count_j_convolution + 1;
	else if(state == CONVOLUTION && count_j_convolution == image_size_reg + 1 || state == IDLE) count_j_convolution_nxt = 2;
	else count_j_convolution_nxt = count_j_convolution;
	if(state == CONVOLUTION && count_i_convolution != image_size_reg + 1 && count_j_convolution == image_size_reg + 1) count_i_convolution_nxt = count_i_convolution + 1;
	else if(state == CONVOLUTION && count_i_convolution == image_size_reg + 1 && count_j_convolution == image_size_reg + 1 || state == IDLE)  count_i_convolution_nxt = 2;
	else count_i_convolution_nxt = count_i_convolution;
end
always_comb begin  
	if(count_out < image_size_reg * image_size_reg - 1 && state_delay_delay == CONVOLUTION && state == CONVOLUTION) count_out_nxt = count_out + 1;
	else count_out_nxt = 0;
end
always_ff @(posedge clk or negedge rst_n) begin 
	if(!rst_n) begin
		filter_valid_reg <= 0;
		image_valid_reg <= 0;
	end
	else begin
		filter_valid_reg <= filter_valid_nxt;
		image_valid_reg <= image_valid_nxt;
	end
end
always_comb begin
	filter_valid_nxt = filter_valid;
	image_valid_nxt = image_valid;
end
always_ff @(posedge clk or negedge rst_n) begin 
	if(!rst_n) begin
		filter_size_reg <= 0;
		image_size_reg <= 0;
		pad_mode_reg <= 0;
		act_mode_reg <= 0;
		for(int i = 0;i < 5;i++) begin
			for(int j = 0;j < 5;j++) begin
				filter_data_reg[i][j] <= 0;
			end
		end
	end
	else begin
		filter_size_reg <= filter_size_nxt;
		image_size_reg <= image_size_nxt;
		pad_mode_reg <= pad_mode_nxt;
		act_mode_reg <= act_mode_nxt;
		for(int i = 0;i < 5;i++) begin
			for(int j = 0;j < 5;j++) begin
				filter_data_reg[i][j] <= filter_data_nxt[i][j];
			end
		end
	end
end
always_comb begin
	if(filter_valid_nxt && !filter_valid_reg) begin
		if(!filter_size) filter_size_nxt = 3;
		else filter_size_nxt = 5;
		image_size_nxt = image_size;
		pad_mode_nxt = pad_mode;
		act_mode_nxt = act_mode;
	end
	else begin
		filter_size_nxt = filter_size_reg;
		image_size_nxt = image_size_reg;
		pad_mode_nxt = pad_mode_reg;
		act_mode_nxt = act_mode_reg;
	end
end
always_comb begin 
	for(int i = 0;i < 5;i++) begin
		for(int j = 0;j < 5;j++) begin
			if(filter_valid && i == filter_i && j == filter_j) filter_data_nxt[i][j]= in_data;
			else if (filter_valid && !filter_valid_reg) filter_data_nxt[i][j] = 0;
			else filter_data_nxt[i][j] = filter_data_reg[i][j];
		end
	end
end
always_ff @(posedge clk or negedge rst_n) begin 
	if(!rst_n) begin
		for(int i = 0;i < 12;i++) begin
			for(int j = 0;j < 12;j++) begin
				image_data_reg[i][j] <= 0;
			end
		end
	end
	else begin
		for(int i = 0;i < 12;i++) begin
			for(int j = 0;j < 12;j++) begin
				image_data_reg[i][j] <= image_data_nxt[i][j];
			end
		end
	end
end
always_comb begin
	if(!pad_mode_reg && state_nxt != IDLE) begin  
		for(int i = 0;i < 12;i++) begin
			for(int j = 0;j < 12;j++) begin
				if(image_valid && i == count_i  && j == count_j) image_data_nxt[i][j] = in_data;
				else if(state == IDLE) image_data_nxt[i][j] = 0;
				else image_data_nxt[i][j] = image_data_reg[i][j];
			end
		end
	end
	else if(pad_mode_reg && state_nxt != IDLE) begin  
		for(int i = 0;i < 12;i++) begin
			for(int j = 0;j < 12;j++) begin
				if(image_valid && count_i == 2 && count_j == 2 && i <= 2 && j <= 2) image_data_nxt[i][j] = in_data;
				else if(image_valid && count_i == 2 && count_j == j && count_j < image_size_reg + 1 && i <= 2) image_data_nxt[i][j] = in_data; 
				else if( image_valid && count_i == 2 && count_j == image_size_reg + 1 && i <= count_i && j >= count_j) image_data_nxt[i][j] = in_data;
				else if(image_valid && count_i >= 3 && count_j == 2 && i == count_i && j <= 2) image_data_nxt[i][j] = in_data;
				else if(image_valid && count_i == image_size_reg + 1 && count_j == 2 && i >= count_i && j <= 2) image_data_nxt[i][j] = in_data;
				else if(image_valid && count_i == image_size_reg + 1 && count_j < image_size_reg + 1 && i >= count_i && j == count_j) image_data_nxt[i][j]= in_data;
				else if(image_valid && count_i == image_size_reg + 1 && count_j == image_size_reg + 1 && i >= count_i && j >= count_j) image_data_nxt[i][j] = in_data;
				else if(image_valid && count_i >= 2 && count_j == image_size_reg + 1 && i == count_i && j >= count_j) image_data_nxt[i][j] = in_data;
				else if(image_valid && count_i > 2 && count_i < image_size_reg + 1 && count_j > 2 && count_j < image_size_reg + 1 && i == count_i && j == count_j) image_data_nxt[i][j] = in_data;
				else image_data_nxt[i][j] = image_data_reg[i][j];
			end
		end
	end
	else begin
		for(int i = 0;i < 12;i++) begin
			for(int j = 0;j < 12;j++) begin
				image_data_nxt[i][j] = 0;
			end
		end
	end
end
assign image_9_comb[0][0] = image_data_reg[count_i_convolution-1][count_j_convolution-1];
assign image_9_comb[0][1] = image_data_reg[count_i_convolution-1][count_j_convolution];
assign image_9_comb[0][2] = image_data_reg[count_i_convolution-1][count_j_convolution+1];
assign image_9_comb[1][0] = image_data_reg[count_i_convolution][count_j_convolution-1];
assign image_9_comb[1][1] = image_data_reg[count_i_convolution][count_j_convolution];
assign image_9_comb[1][2] = image_data_reg[count_i_convolution][count_j_convolution+1];
assign image_9_comb[2][0] = image_data_reg[count_i_convolution+1][count_j_convolution-1];
assign image_9_comb[2][1] = image_data_reg[count_i_convolution+1][count_j_convolution];
assign image_9_comb[2][2] = image_data_reg[count_i_convolution+1][count_j_convolution+1];
assign image_25_comb[0][0] = image_data_reg[count_i_convolution-2][count_j_convolution-2];
assign image_25_comb[0][1] = image_data_reg[count_i_convolution-2][count_j_convolution-1];
assign image_25_comb[0][2] = image_data_reg[count_i_convolution-2][count_j_convolution];
assign image_25_comb[0][3] = image_data_reg[count_i_convolution-2][count_j_convolution+1];
assign image_25_comb[0][4] = image_data_reg[count_i_convolution-2][count_j_convolution+2];
assign image_25_comb[1][0] = image_data_reg[count_i_convolution-1][count_j_convolution-2];
assign image_25_comb[1][1] = image_data_reg[count_i_convolution-1][count_j_convolution-1];
assign image_25_comb[1][2] = image_data_reg[count_i_convolution-1][count_j_convolution];
assign image_25_comb[1][3] = image_data_reg[count_i_convolution-1][count_j_convolution+1];
assign image_25_comb[1][4] = image_data_reg[count_i_convolution-1][count_j_convolution+2];
assign image_25_comb[2][0] = image_data_reg[count_i_convolution][count_j_convolution-2];
assign image_25_comb[2][1] = image_data_reg[count_i_convolution][count_j_convolution-1];
assign image_25_comb[2][2] = image_data_reg[count_i_convolution][count_j_convolution];
assign image_25_comb[2][3] = image_data_reg[count_i_convolution][count_j_convolution+1];
assign image_25_comb[2][4] = image_data_reg[count_i_convolution][count_j_convolution+2];
assign image_25_comb[3][0] = image_data_reg[count_i_convolution+1][count_j_convolution-2];
assign image_25_comb[3][1] = image_data_reg[count_i_convolution+1][count_j_convolution-1];
assign image_25_comb[3][2] = image_data_reg[count_i_convolution+1][count_j_convolution];
assign image_25_comb[3][3] = image_data_reg[count_i_convolution+1][count_j_convolution+1];
assign image_25_comb[3][4] = image_data_reg[count_i_convolution+1][count_j_convolution+2];
assign image_25_comb[4][0] = image_data_reg[count_i_convolution+2][count_j_convolution-2];
assign image_25_comb[4][1] = image_data_reg[count_i_convolution+2][count_j_convolution-1];
assign image_25_comb[4][2] = image_data_reg[count_i_convolution+2][count_j_convolution];
assign image_25_comb[4][3] = image_data_reg[count_i_convolution+2][count_j_convolution+1];
assign image_25_comb[4][4] = image_data_reg[count_i_convolution+2][count_j_convolution+2];
always_ff @(posedge clk or negedge rst_n) begin
	if(!rst_n) begin
		for(int i = 0;i < 5;i++) begin
			for(int j = 0;j < 5;j++) begin 
				multiply_reg[i][j] <= 0;
			end
		end
		sum_reg <= 0;
	end
	else begin
		for(int i = 0;i < 5;i++) begin
			for(int j = 0;j < 5;j++) begin 
				multiply_reg[i][j] <= multiply_nxt[i][j];
			end
		end
		sum_reg <= sum_nxt;
	end
end
always_comb begin
	if(filter_size_reg == 3 && state_nxt == CONVOLUTION) begin  
		for(int i = 0;i < 5;i++) begin
			for(int j = 0;j < 5;j++) begin
				if(i < 3 && j < 3) multiply_nxt[i][j] = image_9_comb[i][j] * filter_data_reg[i][j];
				else multiply_nxt[i][j] = 0;
			end
		end
	end
	else if(filter_size_reg == 5 && state_nxt == CONVOLUTION) begin  
		for(int i = 0;i < 5;i++) begin
			for(int j = 0;j < 5;j++) begin
				multiply_nxt[i][j] = image_25_comb[i][j] * filter_data_reg[i][j];
			end
		end	
	end
	else begin
		for(int i = 0;i < 5;i++) begin
			for(int j = 0;j < 5;j++) begin
				multiply_nxt[i][j] = 0;
			end
		end
	end
end
always_comb begin  
	sum_nxt = multiply_reg[0][0] + multiply_reg[0][1] + multiply_reg[0][2] + multiply_reg[0][3] + multiply_reg[0][4] + 
		      multiply_reg[1][0] + multiply_reg[1][1] + multiply_reg[1][2] + multiply_reg[1][3] + multiply_reg[1][4] + 
			  multiply_reg[2][0] + multiply_reg[2][1] + multiply_reg[2][2] + multiply_reg[2][3] + multiply_reg[2][4] + 
			  multiply_reg[3][0] + multiply_reg[3][1] + multiply_reg[3][2] + multiply_reg[3][3] + multiply_reg[3][4] + 
			  multiply_reg[4][0] + multiply_reg[4][1] + multiply_reg[4][2] + multiply_reg[4][3] + multiply_reg[4][4] ;
	if(!act_mode_reg && out_valid_nxt) begin  
		if(sum_reg < 0) out_data_nxt = 0;
		else if (sum_reg > 32767) out_data_nxt = 32767;
		else out_data_nxt = sum_reg;
	end 
	else if(act_mode_reg && out_valid_nxt) begin  
		if(sum_reg < 0) out_data_nxt = sum_reg / 10;
		else if (sum_reg > 32767) out_data_nxt = 32767;
		else out_data_nxt = sum_reg;
	end
	else out_data_nxt = 0;
end
always_ff @(posedge clk or negedge rst_n) begin
	if(!rst_n) begin
		out_valid <= 0;
		out_data <= 0;
	end
	else begin
		out_valid <= out_valid_nxt;
		out_data <= out_data_nxt;
	end
end
always_comb begin 
	if(state_delay == CONVOLUTION && state_nxt == CONVOLUTION) out_valid_nxt = 1;
	else out_valid_nxt = 0;
end
endmodule
==> flow/run.sh <==
#!/bin/bash
# OpenROAD 26Q1-2900-gdf79404cd8, Yosys 0.63+post, stock flow scripts
make -C /OpenROAD-flow-scripts/flow DESIGN_CONFIG=/design/flow/config.mk WORK_HOME=/design/flow/orfs finish
==> flow/config.mk <==
export PLATFORM = sky130hd
export DESIGN_NAME = Conv
export DESIGN_NICKNAME = Conv
export VERILOG_FILES = /design/flow/design.v
export SDC_FILE = /design/flow/constraint.sdc
export NUM_CORES = 4
export LEC_CHECK = 1
export CORE_UTILIZATION = 50
==> flow/constraint.sdc <==
current_design Conv

set clk_period 20.7
set clk_io_pct 0.2

create_clock -name clk0 -period $clk_period [get_ports {clk}]

set non_clock_inputs [all_inputs -no_clocks]
set_input_delay [expr $clk_period * $clk_io_pct] -clock clk0 $non_clock_inputs
set_output_delay [expr $clk_period * $clk_io_pct] -clock clk0 [all_outputs]
==> results.json <==
{
  "status": "stopped before the end",
  "stop_stage": "5_1_grt",
  "error_line": "[ERROR GRT-0116] Global routing finished with congestion. Check the congestion regions in the DRC Viewer.",
  "fp-row-count": 311,
  "dp_hpwl_um": 3790000,
  "cts.sinks": 1838,
  "cts-resized-gates": 0,
  "yosys_area_um2": 361000,
  "syn_avg_cell_area_um2": 7.38,
  "hold_buffers": 0,
  "synth_stat.cells": 48948,
  "grt_pass1_wl_um": 6720000,
  "synthCells": 48948,
  "grt_max_degree": 110,
  "ys_types": 109,
  "cts_made_buffers": 217,
  "fp-utilization_pct": 50.3,
  "postSynthSeqShare_pct": 12.7,
  "gp_congestion": 2.90,
  "htree_levels": 4,
  "die_h_um": 852,
  "place_area_um2": 401000,
  "ys_seq_elements": 1838,
  "syn_area_um2": 361000,
  "clockBufferDepth": 4,
  "grt_overflow": 313809,
  "post_cts_buffers": 0,
  "synth-main-ff-cell": "dfrtp_1",
  "yosys_warnings": 9,
  "root_buffer": "clkbuf_16",
  "edf_count": 0,
  "async_flop_share_pct": 100,
  "globalRouteTotalUtil_pct": 149,
  "grt_pass1_vias": 570809,
  "ioPinCount": 36,
  "port_buffers": 35,
  "dieWidth_um": 852
}
-- logic make-up after synthesis --
kind of cell | synth area share, %
AOI/OAI and AO/OA | 40.2
and+or+nand+nor | 18.2
buffers and inverters | 9.36
adders and majority gates | 16.8
DFF | 12.7
xor gates and xnor gates | 2.14
muxes | 0.650
-- synthesized netlist by cell type (all sizes together), types with 91 or more instances --
| cell | instances | share of area [%] |
|---|---|---|
| buf | 629 | 0.67 |
| a32oi | 499 | 1.2 |
| o2111ai | 120 | 0.29 |
| nand2 | 4053 | 4.2 |
| inv | 2829 | 2.9 |
| o22ai | 1004 | 1.7 |
| a222oi | 525 | 1.5 |
| nand2b | 212 | 0.37 |
| dfrtp | 1834 | 13 |
| a32o | 277 | 0.77 |
| a21o | 228 | 0.48 |
| fa | 2272 | 13 |
| nor4 | 856 | 1.5 |
| nand4 | 1493 | 2.6 |
| xor2 | 157 | 0.38 |
| o221ai | 91 | 0.22 |
| mux2i | 166 | 0.46 |
| a21oi | 1558 | 2.2 |
| nand3 | 1336 | 1.9 |
| a221oi | 2714 | 6.6 |
| xnor2 | 723 | 1.8 |
| a22o | 2197 | 5.3 |
| clkbuf | 5522 | 5.7 |
| nor3 | 405 | 0.57 |
| a2111oi | 124 | 0.30 |
| and2 | 854 | 1.5 |
| and3 | 195 | 0.34 |
| a31oi | 489 | 0.85 |
| o31ai | 674 | 1.4 |
| o21ai | 1607 | 2.2 |
| nor2b | 94 | 0.16 |
| nor2 | 4530 | 4.7 |
| o21bai | 197 | 0.41 |
| ha | 1197 | 4.1 |
| a22oi | 6400 | 13 |
-- metrics by stage --
stage / setup WS [ns] / hold WS (ns) / power, mW / utilization [%] / instances
detailed placement: 6.89 / 0.363 / 142 / 55.9 / 58256
global placement: 6.51 / 0.362 / 143 / 55.9 / 58254
CTS: 6.83 / 0.381 / 147 / 56.9 / 58657
floorplan: 9.75 / 0.346 / 62.3 / - / 48948
-- per-layer routing --
layer | GRT overflow | GRT usage [%]
met4 | 19423 | 104
met1 | 116817 | 165
met5 | 2125 | 90.8
met2 | 155700 | 196
met3 | 19744 | 102
Power figures rest on the tool's default switching activity, not on a simulated workload.
