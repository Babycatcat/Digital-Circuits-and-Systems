[design/flow/config.mk]
export PLATFORM = sky130hd
export DESIGN_NAME = MIPS
export DESIGN_NICKNAME = MIPS
export VERILOG_FILES = /design/flow/design.v
export SDC_FILE = /design/flow/constraint.sdc
export NUM_CORES = 4
export LEC_CHECK = 1
export CORE_UTILIZATION = 40
[design/flow/constraint.sdc]
current_design MIPS

set clk_period 61.9
set clk_io_pct 0.2

create_clock -name clk0 -period $clk_period [get_ports {clk}]

set non_clock_inputs [all_inputs -no_clocks]
set_input_delay [expr $clk_period * $clk_io_pct] -clock clk0 $non_clock_inputs
set_output_delay [expr $clk_period * $clk_io_pct] -clock clk0 [all_outputs]
[design/flow/design.v]
module MIPS(
    clk,
    rst_n,
    in_valid,
    instruction,
	output_reg,
    out_valid,
    out_1,
	out_2,
	out_3,
	out_4,
	instruction_fail
);
input clk;
input rst_n;
input in_valid;
input [31:0] instruction;
input [19:0] output_reg;
output logic out_valid, instruction_fail;
output logic [15:0] out_1, out_2, out_3, out_4;
logic in_valid_reg;
logic fail_opcode, fail_rs, fail_rt, fail_rd, fail_func, op_0,fail_gcd;
logic instruction_fail_nxt,instruction_fail_delay;
logic op_0_delay;
logic [2:0] rs_address,rs_address_nxt,rt_address,rt_address_nxt,rd_address,rd_address_nxt,func,func_nxt,write_address,write_address_nxt;
logic [15:0] rs_reg,rt_reg,ans_reg,rs_nxt,rt_nxt,ans_nxt;
logic [15:0] imm,imm_nxt;
logic [3:0] shamt,shamt_nxt;
logic [19:0] output_address_reg,output_address_nxt;
logic [15:0]out_1_nxt,out_2_nxt,out_3_nxt,out_4_nxt,out_valid_nxt;
logic [15:0] Mem[0:5],Mem_nxt[0:5];
logic [15:0] GCD_A,GCD_B,GCD_A_nxt,GCD_B_nxt;
logic [2:0] GCD_ans_address,GCD_ans_address_nxt;
logic GCD_done;
logic [1:0] state,state_nxt;
parameter INPUT = 0;
parameter CALCULATE = 1;
parameter GCD = 2;
parameter OUTPUT = 3;
assign op_0 = (in_valid && instruction[31:26] == 6'b000000) ? 1 : 0;
assign fail_opcode = in_valid && !op_0 && instruction[31:26] != 6'b001000;
assign fail_rs = in_valid &&
                 instruction[25:21] != 5'b10001 &&
                 instruction[25:21] != 5'b10010 &&
                 instruction[25:21] != 5'b01000 &&
                 instruction[25:21] != 5'b10111 &&
                 instruction[25:21] != 5'b11111 &&
                 instruction[25:21] != 5'b10000;
assign fail_rt = in_valid &&
                 instruction[20:16] != 5'b10001 && 
                 instruction[20:16] != 5'b10010 &&
                 instruction[20:16] != 5'b01000 &&
                 instruction[20:16] != 5'b10111 &&
                 instruction[20:16] != 5'b11111 &&
                 instruction[20:16] != 5'b10000;
assign fail_rd = in_valid && op_0 && (instruction[15:11] != 5'b10001 &&
                                                        instruction[15:11] != 5'b10010 &&
                                                        instruction[15:11] != 5'b01000 &&
                                                        instruction[15:11] != 5'b10111 &&
                                                        instruction[15:11] != 5'b11111 &&
                                                        instruction[15:11] != 5'b10000);
assign fail_func = in_valid && op_0 && (instruction[6:0] != 7'b0100000 &&
                                                           instruction[6:0] != 7'b0100100 &&
                                                           instruction[6:0] != 7'b0100101 &&
                                                           instruction[6:0] != 7'b0100111 &&
                                                           instruction[6:0] != 7'b0000000 &&
                                                           instruction[6:0] != 7'b0000010 &&
                                                           instruction[6:0] != 7'b1111000);
assign fail_gcd = in_valid && op_0 && instruction[6:0] == 7'b1111000 && (!rs_nxt || !rt_nxt);
assign instruction_fail_nxt = fail_opcode || fail_rs || fail_rt || fail_rd || fail_func || fail_gcd;
always_ff @(posedge clk or negedge rst_n) begin
    if(!rst_n) state <= INPUT;
    else state <= state_nxt;
end
always_comb begin
    case(state)
        INPUT: begin
            if(func_nxt == 7 && in_valid && !instruction_fail_nxt && op_0 ) state_nxt = GCD;
            else if(in_valid) state_nxt = CALCULATE;
            else state_nxt = INPUT;
        end
        CALCULATE: state_nxt = OUTPUT;
        GCD: begin
            if(GCD_done) state_nxt = OUTPUT;
            else state_nxt = GCD;
        end
        OUTPUT: state_nxt = INPUT;
        default: state_nxt = INPUT;
    endcase
end
always_ff @(posedge clk or negedge rst_n) begin
    if(!rst_n) begin
        for(int i = 0;i < 6;i++) begin
            Mem[i] <= 0;
        end
    end
    else begin
        for(int i = 0;i < 6;i++) begin
            Mem[i] <= Mem_nxt[i];
        end
    end
end
always_ff @(posedge clk or negedge rst_n) begin
    if(!rst_n) begin
        in_valid_reg <= 0;
        imm <= 0;
        shamt <= 0;
        output_address_reg <= 0;
        rs_reg <= 0;
        rt_reg <= 0;
        ans_reg <= 0;
        rs_address <= 6;
        rt_address <= 6;
        rd_address <= 6;
        write_address <= 6;
        op_0_delay <= 0;
        func <= 0;
    end
    else begin
        in_valid_reg <= in_valid;
        imm <= imm_nxt;
        shamt <= shamt_nxt;
        output_address_reg <= output_address_nxt;
        rs_reg <= rs_nxt;
        rt_reg <= rt_nxt;
        ans_reg <= ans_nxt;
        rs_address <= rs_address_nxt;
        rt_address <= rt_address_nxt;
        rd_address <= rd_address_nxt;
        write_address <= write_address_nxt;
        op_0_delay <= op_0;
        func <= func_nxt;
    end
end
always_comb begin
    if(in_valid) begin
        imm_nxt = instruction[15:0];
        shamt_nxt = instruction[11:7];
        output_address_nxt = output_reg;
    end
    else  begin
        imm_nxt = imm;
        shamt_nxt = shamt;
        output_address_nxt = output_address_reg;
    end
end
always_comb begin
    if(in_valid) begin
        case(instruction[25:21])
        5'b10001: begin rs_address_nxt = 0;rs_nxt = Mem[0]; end
        5'b10010: begin rs_address_nxt = 1;rs_nxt = Mem[1]; end
        5'b01000: begin rs_address_nxt = 2;rs_nxt = Mem[2]; end
        5'b10111: begin rs_address_nxt = 3;rs_nxt = Mem[3]; end
        5'b11111: begin rs_address_nxt = 4;rs_nxt = Mem[4]; end
        5'b10000: begin rs_address_nxt = 5;rs_nxt = Mem[5]; end
        default:  begin rs_address_nxt = 6;rs_nxt = 0; end
        endcase
        case(instruction[20:16])
        5'b10001: begin rt_address_nxt = 0; rt_nxt = Mem[0];end
        5'b10010: begin rt_address_nxt = 1; rt_nxt = Mem[1];end
        5'b01000: begin rt_address_nxt = 2; rt_nxt = Mem[2];end
        5'b10111: begin rt_address_nxt = 3; rt_nxt = Mem[3];end
        5'b11111: begin rt_address_nxt = 4; rt_nxt = Mem[4];end
        5'b10000: begin rt_address_nxt = 5; rt_nxt = Mem[5];end
        default:  begin rt_address_nxt = 6; rt_nxt = 0;end
        endcase
        case(instruction[15:11])
        5'b10001: begin rd_address_nxt = 0;end
        5'b10010: begin rd_address_nxt = 1;end
        5'b01000: begin rd_address_nxt = 2;end
        5'b10111: begin rd_address_nxt = 3;end
        5'b11111: begin rd_address_nxt = 4;end
        5'b10000: begin rd_address_nxt = 5;end
        default:  begin rd_address_nxt = 6;end 
        endcase
        case(instruction[6:0])
        7'b0100000:begin func_nxt = 1;end
        7'b0100100:begin func_nxt = 2;end
        7'b0100101:begin func_nxt = 3;end
        7'b0100111:begin func_nxt = 4;end
        7'b0000000:begin func_nxt = 5;end
        7'b0000010:begin func_nxt = 6;end
        7'b1111000:begin func_nxt = 7;end
        default:   begin func_nxt = 0;end
        endcase
    end
    else begin
        rs_nxt = 0;rt_nxt = 0;
        rs_address_nxt = 6;rt_address_nxt = 6;rd_address_nxt = 6;func_nxt = 0;
    end
end
always_comb begin
    if(op_0) write_address_nxt = rd_address_nxt;
    else write_address_nxt = rt_address_nxt;
end
always_comb begin
    if(state == CALCULATE && op_0_delay && !instruction_fail_delay) begin
        case(func)
            1: ans_nxt = rs_reg + rt_reg;
            2: ans_nxt = rs_reg & rt_reg; 
            3: ans_nxt = rs_reg | rt_reg; 
            4: ans_nxt = ~(rs_reg | rt_reg); 
            5: ans_nxt = rt_reg << shamt;
            default: ans_nxt = rt_reg >> shamt;
        endcase
    end
    else if(state == CALCULATE && !instruction_fail_delay) begin
        ans_nxt = rs_reg + imm_nxt;
    end
    else begin
        ans_nxt = 0;
    end
end
always_ff @(posedge clk or negedge rst_n) begin
    if(!rst_n) begin
        GCD_A <= 0;
        GCD_B <= 0;
        GCD_ans_address <= 0;
    end
    else begin
        GCD_A <= GCD_A_nxt;
        GCD_B <= GCD_B_nxt;
        GCD_ans_address <= GCD_ans_address_nxt;
    end
end
always_comb begin
    if(state == GCD && !instruction_fail_delay && in_valid_reg) begin
        GCD_done = 0;
        if(rs_reg >= rt_reg) begin GCD_A_nxt = rs_reg; GCD_B_nxt = rt_reg; end
        else begin GCD_A_nxt = rt_reg; GCD_B_nxt = rs_reg; end
        GCD_ans_address_nxt = rd_address;
    end        
    else if(!GCD_B) begin  
        GCD_done = 0;
        GCD_A_nxt = 0;
        GCD_B_nxt = 0;
        GCD_ans_address_nxt = 0;
    end
    else begin
        GCD_A_nxt = GCD_B;
        GCD_B_nxt = GCD_A % GCD_B;
        GCD_ans_address_nxt = GCD_ans_address;
        if(!GCD_B_nxt) GCD_done = 1;
        else GCD_done = 0;
    end
end
always_comb begin
    if(state == CALCULATE && !instruction_fail_delay && write_address == 0) Mem_nxt[0] = ans_nxt;
    else if(GCD_done && state == GCD && GCD_ans_address == 0) Mem_nxt[0] = GCD_B;
    else Mem_nxt[0] = Mem[0];
    if(state == CALCULATE && !instruction_fail_delay && write_address == 1) Mem_nxt[1] = ans_nxt;
    else if(GCD_done && state == GCD && GCD_ans_address == 1) Mem_nxt[1] = GCD_B;
    else Mem_nxt[1] = Mem[1];
    if(state == CALCULATE && !instruction_fail_delay && write_address == 2) Mem_nxt[2] = ans_nxt;
    else if(GCD_done && state == GCD && GCD_ans_address == 2) Mem_nxt[2] = GCD_B;
    else Mem_nxt[2] = Mem[2];
    if(state == CALCULATE && !instruction_fail_delay && write_address == 3) Mem_nxt[3] = ans_nxt;
    else if(GCD_done && state == GCD && GCD_ans_address == 3) Mem_nxt[3] = GCD_B;
    else Mem_nxt[3] = Mem[3];
    if(state == CALCULATE && !instruction_fail_delay && write_address == 4) Mem_nxt[4] = ans_nxt;
    else if(GCD_done && state == GCD && GCD_ans_address == 4) Mem_nxt[4] = GCD_B;
    else Mem_nxt[4] = Mem[4];
    if(state == CALCULATE && !instruction_fail_delay && write_address == 5) Mem_nxt[5] = ans_nxt;
    else if(GCD_done && state == GCD && GCD_ans_address == 5) Mem_nxt[5] = GCD_B;
    else Mem_nxt[5] = Mem[5];
end
always_ff @(posedge clk or negedge rst_n) begin
    if(!rst_n) begin
        out_valid <= 0;
        out_1 <= 0;
        out_2 <= 0;
        out_3 <= 0;
        out_4 <= 0;
        instruction_fail <= 0;
        instruction_fail_delay <= 0;
    end
    else begin
        out_valid <= out_valid_nxt;
        out_1 <= out_1_nxt;
        out_2 <= out_2_nxt;
        out_3 <= out_3_nxt;
        out_4 <= out_4_nxt;
        instruction_fail <= instruction_fail_delay;
        instruction_fail_delay <= instruction_fail_nxt;
    end
end
always_comb begin
    if(state_nxt == OUTPUT && !instruction_fail_delay) begin
        case(output_address_reg[4:0])
        5'b10001: out_1_nxt = Mem_nxt[0];
        5'b10010: out_1_nxt = Mem_nxt[1];
        5'b01000: out_1_nxt = Mem_nxt[2];
        5'b10111: out_1_nxt = Mem_nxt[3];
        5'b11111: out_1_nxt = Mem_nxt[4];
        5'b10000: out_1_nxt = Mem_nxt[5];
        default:  out_1_nxt = 0;
        endcase
        case(output_address_reg[9:5])
        5'b10001: out_2_nxt = Mem_nxt[0];
        5'b10010: out_2_nxt = Mem_nxt[1];
        5'b01000: out_2_nxt = Mem_nxt[2];
        5'b10111: out_2_nxt = Mem_nxt[3];
        5'b11111: out_2_nxt = Mem_nxt[4];
        5'b10000: out_2_nxt = Mem_nxt[5];
        default:  out_2_nxt = 0;
        endcase
        case(output_address_reg[14:10])
        5'b10001: out_3_nxt = Mem_nxt[0];
        5'b10010: out_3_nxt = Mem_nxt[1];
        5'b01000: out_3_nxt = Mem_nxt[2];
        5'b10111: out_3_nxt = Mem_nxt[3];
        5'b11111: out_3_nxt = Mem_nxt[4];
        5'b10000: out_3_nxt = Mem_nxt[5];
        default:  out_3_nxt = 0;
        endcase
        case(output_address_reg[19:15])
        5'b10001: out_4_nxt = Mem_nxt[0];
        5'b10010: out_4_nxt = Mem_nxt[1];
        5'b01000: out_4_nxt = Mem_nxt[2];
        5'b10111: out_4_nxt = Mem_nxt[3];
        5'b11111: out_4_nxt = Mem_nxt[4];
        5'b10000: out_4_nxt = Mem_nxt[5];
        default:  out_4_nxt = 0;
        endcase
    end
    else begin
        out_1_nxt = 0;
        out_2_nxt = 0;
        out_3_nxt = 0;
        out_4_nxt = 0;
    end
    if(state_nxt == OUTPUT) out_valid_nxt = 1;
    else out_valid_nxt = 0;
end
endmodule
[design/flow/run.sh]
#!/bin/bash
# OpenROAD 26Q1-2900-gdf79404cd8, Yosys 0.63+post, stock flow scripts
make -C /OpenROAD-flow-scripts/flow DESIGN_CONFIG=/design/flow/config.mk WORK_HOME=/design/flow/orfs finish
==> run summary <==
Synthesis and PnR results.

- The share of layout cells above drive strength 1 is 0.109.
- The final-report max-slew violation count is 0.
- The flop and latch count out of synthesis reads 290.
- The number of hold-slack violations in the final timing report reads 0.
- The fraction of registers with async set or reset after synthesis reads 1.00.
- The arrival time reported for the critical path endpoint reads 36.78 ns.
- The synthesized netlist was found by Yosys to have 3373 cells.
- The final critical-path share of the clock period reads 0.588.
- Yosys mapped a number of flops with a built-in enable equal to 0.
- The post-route antenna net violation count is 0.
- Clock tree synthesis selected as its root buffer the cell sky130_fd_sc_hd__clkbuf_16.
- The total wire length reads 114000 um.
- The placed wire-length estimate reads 81400 um.
- The depth of the CTS H-tree reads 2.
- The largest driver fanout on the critical path reads 46.
- The number of buffer cells added on primary ports reads 120.
- In this run the cell area of the synthesized design comes to 28100 um2.
- The final report gives the standard cell area, fillers excluded, as 31400 um2.
- For the finished layout, the period the worst path requires is 36.37 ns.
- The total die size is 71300 um2.
- The floorplan has 96 rows.
- The via count of the first global-routing pass reads 27700.
- By instance count after routing, the leading logic cell types are sky130_fd_sc_hd__dfrtp_1 (287), sky130_fd_sc_hd__nor2_1 (287), sky130_fd_sc_hd__nand2_1 (236).
- Post-CTS repair ended up resizing 0 cells.
- A synthesized cell averages 8.33 um2.
- The number of buffers inserted during clock tree synthesis reads 34.
- The number of remaining DRC errors reads 0.
- The post-cts hold buffer count is 0.
- The actual slew at the worst max-slew pin is 0.918 ns.
- The die is 267 um wide.
- The TritonCTS clock tree reads built.
- The sum of negative setup slack reads 0 ns.
- The cell area after placement is 30200 um2.
- The latest clock arrival within the worst-skew pair is 0.54 ns.
- The number of maximum-capacitance constraint violations is 0.
- The number of setup violations in the final report reads 0.
- The critical path in this run is classified as reg -> reg.
- The number of primary I/O pins is 121.
- The largest buffer count on any clock path reads 3.
- The final worst clock skew is 0.0259 ns.
- The flow ran to the end, and the final reports show no timing, DRC or antenna violations.
- The pin count of the biggest net entering global routing reads 117.
- The number of vias after detailed routing reads 28700.
- The chip area from the yosys synthesis statistics reads 28100 um2.
- The core region is 69100 um2.
- The iteration count recorded for the first detailed-route pass is 8.
- The detailed router's first-iteration violation count is 2988.
- The synthesized instance count is 3373.
- Warnings raised by the tools during the run amount to 61.
- The die is 267 um tall.
- The number of post-CTS setup repair buffers reads 0.
- The register with the most flip-flops in the layout has 96 of them.
- The number of distinct library cells after synthesis is 109.
- The longest incremental delay of any stage on the critical path is reported as 0.70 ns.
- The congestion estimate from routability-driven global placement came to 1.04.
- The total congestion overflow is 0.
- Setup repair after global routing left no endpoint under its margin.
- The commonest register cell after synthesis is sky130_fd_sc_hd__dfrtp_1.
- The achievable clock frequency is 27.5 MHz.
- The startpoint kind of the worst setup timing path is a flip-flop.
- On the worst setup and hold paths after CTS, the clock-pin slew comes to 0.06 ns.
- From synthesis to final layout, the design area changed by 11.7%.
- Among the stages of the critical path, the cell type that occurs most often is sky130_fd_sc_hd__ha_1.
- Using the TritonRoute via totals, the vias-per-cell ratio works out to 6.61.
- The average wire per standard cell reads 26.3 um.
- Across every metal layer, demand over resource in global routing totals 0.328.
- The warning count from the yosys run reads 3.
- The cell with the largest stage delay on the worst path is sky130_fd_sc_hd__o211ai_1.
- The endpoint kind of the worst setup timing path reads a flip-flop.
- The number of antenna violations at the first check in global routing is 0.
- The first global-routing pass estimated 173000 um of wire.
- The initial core utilization reads 0.407.
- The worst path required time reads 62.31 ns.
- The worst path buffer plus inverter count reads 5.
- On the critical path the largest part of the delay comes from AND-OR/OR-AND gates.
- The worst-case headroom to the max-slew limit is 0.385.
- The min-delay analysis places its worst path in the category reg -> reg.
- The count of clock tree sinks reads 290.
- For this run, the register share of the synthesized area comes to 0.259.
worst reg2reg max path, delay by kind of cell (launching register included):
family	cells	cell delay, ns
AND-OR/OR-AND	50	15.95
AND/OR/NAND/NOR	45	12.76
adder cells (fa/ha/maj)	15	4.60
multiplexers	5	1.35
buffers and inverters	5	1.03
flip-flops	1	0.58
routing by layer:
metal,track usage,part of all wire,vias to the layer above
met5,0,0,-
met1,0.456,0.41,13600
met2,0.487,0.43,1714
met3,0.0800,0.10,411
met4,0.151,0.057,0
li1,-,-,13000
cells by family after synthesis:
| kind of cell | count (synthesis) | share of synthesized area |
|---|---|---|
| adder cells (fa/ha/maj) | 203 | 0.0912 |
| AND-OR/OR-AND | 1206 | 0.312 |
| flip-flops | 290 | 0.259 |
| XOR/XNOR | 102 | 0.0318 |
| multiplexers | 177 | 0.0686 |
| buffers and inverters | 395 | 0.0585 |
| AND/OR/NAND/NOR | 1000 | 0.179 |
layout make-up:
cell class                      count  area, um2
Inverter                          154        578
Sequential cell                   290       7260
Clock buffer                       49        998
Fill cell                        6670      37700
Timing Repair Buffer              219       1960
Antenna cell                        1       2.50
Clock inverter                     11        148
Multi-Input combinational cell   2688      19200
Tap cell                          931       1160
synth_stat cells (28+ instances only):
cell | count | share of area
sky130_fd_sc_hd__buf_2 | 40 | 0.0071
sky130_fd_sc_hd__o211ai_1 | 38 | 0.010
sky130_fd_sc_hd__xor2_1 | 34 | 0.011
sky130_fd_sc_hd__nand4_1 | 110 | 0.025
sky130_fd_sc_hd__a22oi_1 | 142 | 0.038
sky130_fd_sc_hd__o21ai_0 | 142 | 0.025
sky130_fd_sc_hd__xnor2_1 | 68 | 0.021
sky130_fd_sc_hd__ha_1 | 200 | 0.089
sky130_fd_sc_hd__inv_1 | 151 | 0.020
sky130_fd_sc_hd__clkbuf_1 | 153 | 0.020
sky130_fd_sc_hd__mux2_2 | 73 | 0.029
sky130_fd_sc_hd__o22ai_1 | 32 | 0.0071
sky130_fd_sc_hd__or3_1 | 30 | 0.0067
sky130_fd_sc_hd__o21a_1 | 47 | 0.013
sky130_fd_sc_hd__a31oi_2 | 29 | 0.013
sky130_fd_sc_hd__a21oi_1 | 156 | 0.028
sky130_fd_sc_hd__nor2_1 | 287 | 0.038
sky130_fd_sc_hd__mux2i_1 | 98 | 0.035
sky130_fd_sc_hd__a31o_2 | 30 | 0.0094
sky130_fd_sc_hd__o31ai_1 | 102 | 0.027
sky130_fd_sc_hd__a21o_1 | 48 | 0.013
sky130_fd_sc_hd__nor3_1 | 66 | 0.012
sky130_fd_sc_hd__o22a_1 | 48 | 0.015
sky130_fd_sc_hd__a31oi_1 | 134 | 0.030
sky130_fd_sc_hd__nor2b_1 | 28 | 0.0062
sky130_fd_sc_hd__dfrtp_1 | 287 | 0.26
sky130_fd_sc_hd__nand2_1 | 236 | 0.032
sky130_fd_sc_hd__nand3_1 | 66 | 0.012
through the flow:
stage	hold WS [ns]	util	std cells	worst slack [ns]
floorplan	0.374	-	3373	32.99
global placement	0.417	0.437	4282	26.90
detailed placement	0.417	0.437	4282	26.42
CTS	0.435	0.454	4342	26.30
global route	0.448	0.454	4342	23.25
finish	0.427	0.454	4343	25.53
worst paths after layout:
path	startpoint	to	slack, ns	cells past startpoint
setup / recovery	GCD_B[14]	out_3[1]	25.53	120
hold reg to reg	state[3]	state[0]	0.43	1
max in group asynchronous	rst_n	GCD_A[4]	48.32	3
hold / removal	state[3]	state[0]	0.43	1
setup reg to reg	GCD_B[14]	out_3[1]	25.53	120
min in group asynchronous	rst_n	output_address_reg[12]	11.81	1
